<file path="/design/flow/design.v">
module seg7(
	input      [3:0] in,
	input            en,
	output reg [7:0] out
);
always @(en) begin
	case (in)
		4'b0000: out = 8'b00000011;  
		4'b0001: out = 8'b10011111;  
		4'b0010: out = 8'b00100101;  
		4'b0011: out = 8'b00001101;  
		4'b0100: out = 8'b10011001;  
		4'b0101: out = 8'b01001001;  
		4'b0110: out = 8'b01000001;  
		4'b0111: out = 8'b00011111;  
		4'b1000: out = 8'b00000001;  
		4'b1001: out = 8'b00001001;  
		4'b1010: out = 8'b00010001;  
		4'b1011: out = 8'b11000001;  
		4'b1100: out = 8'b01100011;  
		4'b1101: out = 8'b10000101;  
		4'b1110: out = 8'b01100001;  
		4'b1111: out = 8'b01110001;  
	endcase
end
endmodule
</file>
<file path="/design/flow/run.sh">
#!/bin/bash
# OpenROAD 26Q1-2900-gdf79404cd8, Yosys 0.63+post, stock flow scripts
make -C /OpenROAD-flow-scripts/flow DESIGN_CONFIG=/design/flow/config.mk WORK_HOME=/design/flow/orfs finish
</file>
<file path="/design/flow/config.mk">
export PLATFORM = sky130hd
export DESIGN_NAME = seg7
export DESIGN_NICKNAME = seg7
export VERILOG_FILES = /design/flow/design.v
export SDC_FILE = /design/flow/constraint.sdc
export NUM_CORES = 4
export LEC_CHECK = 1
export CORE_AREA = 10 10 70 70
export DIE_AREA = 0 0 80 80
</file>
<file path="/design/flow/constraint.sdc">
current_design seg7

set clk_period 2.3
set clk_io_pct 0.2

create_clock -name clk0 -period $clk_period

set non_clock_inputs [all_inputs -no_clocks]
set_input_delay [expr $clk_period * $clk_io_pct] -clock clk0 $non_clock_inputs
set_output_delay [expr $clk_period * $clk_io_pct] -clock clk0 [all_outputs]
</file>
==> impl_metrics.tcl <==
# place-and-route summary
set metrics [dict create \
    status "completed" \
    grt_setup_unrepaired "no" \
    fin_crit_ps 2130 \
    powerDensity_nw_per_um2 153 \
    ys_warn_count 1 \
    tns_ps 0 \
    grt_pass1_vias 291 \
    fp-utilization_pct 8.21 \
    ys_cells 35 \
    cp_max_fo 10 \
    regArea_sq_um 0 \
    drc 0 \
    synth.distinct_cells 15 \
    hold_viol 0 \
    cap_violations 0 \
    common_cells "ha_1, mux2i_1, nor2_1" \
    grt_start_max_net_pins 11 \
    cts_setup_buffers 0 \
    ir_worst_vdd_v 0.0000224 \
    vias_per_cell 2.92 \
    hold_buffers 0 \
    yosys-stat-area_sq_um 280 \
    ant_nets 0 \
    drive_gt1_share_pct 28.8 \
    drv_slew 0 \
    die_y_um 80 \
    crit_path_top_delay_cell "clkdlybuf4s50_1" \
    dieArea_sq_um 6400 \
    vias 286 \
    flop-count 0 \
    hpwl_um 621 \
    min_path_type "primary input to output pin" \
    xor_share_pct 0 \
    first_pass_iters 4 \
    area_growth_pct 78.1 \
    port_buffers 11 \
    dp_slack_ps -385 \
    max_freq_mhz 469 \
    worstPathArrival_ps 1670 \
    rows 21 \
    ys_sh_mux_pct 29.5 \
    synth_area_per_cell_sq_um 8.01 \
    antenna_cells 0 \
    core-area_sq_um 3420 \
    top_logic_kind "adder cells" \
    routed_wl_um 710 \
    post-route-period-util_pct 92.8 \
    grt_pass1_wl_um 1210 \
    crit_chain "dlygate4sd2_1, buf_4, nand2b_1, mux2i_1, clkdlybuf4s50_1" \
    critPathRequiredTime_ps 1840 \
    post_drt_wl_per_cell_um 7.24 \
    critPathCaptureType "output pin" \
    globalRouteTotalUtil_pct 2.13 \
    io_pins 13 \
    adder_share_pct 31.3 \
    ys_seq_share_pct 0 \
    grt.overflow.total 0 \
    initialDrtViolationCount 11 \
    netlist.area_leader.share_pct 31.3 \
    synth.most_common_cell "ha_1" \
    final.clkbuf_count 0 \
    layout_setup_ws_ps 166 \
    syn_inst 35 \
    start_kind "primary input" \
    gp_congestion 0.802 \
    nFillCells 396 \
    critPathMaxStageDelay_ps 480 \
    setup_viol 0 \
    crit_type "primary input to output pin" \
    antenna_found_initial 0 \
    simple_gate_area_share_pct 12.5 \
    syn_area_sq_um 280 \
    aoi_share_pct 13.4 \
    die_x_um 80 \
    yosysTopAreaCell "ha_1" \
    leakage_nw 0.252 \
    top_cells_by_area "ha_1, mux2i_1, mux4_2, nor2_1, nand2b_1" \
    log.warning_count 39 \
]
## timing repair
item	in CTS	in global routing
endpoints found under the setup margin	7	5
gates cloned	0	0
resized	9	7
pin swaps	0	2
## critical path, delay by kind of cell
kind,cells,cell delay [ps]
buffers and inverters,3,940
multiplexers,1,130
AND/OR/NAND/NOR,1,150
## power by group
group          switching (mW)  total (mW)  internal [mW]  leakage [nW]
registers                   0           0              0             0
logic                  0.0286      0.0762         0.0476         0.252
clock network               0           0              0             0
## metrics by stage
| stage | instance area, sq um | total power [mW] | hold WS, ps | util [%] | instances |
|---|---|---|---|---|---|
| 2_1_floorplan | 280 | 0.0324 | 1020 | - | 35 |
| 3_3_place_gp | 493 | 0.0781 | 2060 | 14.4 | 98 |
| 3_5_place_dp | 493 | 0.0790 | 2040 | 14.4 | 98 |
| 4_1_cts | 495 | 0.0777 | 1630 | 14.5 | 98 |
| 5_1_grt | 499 | 0.0854 | 1470 | 14.6 | 98 |
| 6_report | 499 | 0.0762 | 1420 | 14.6 | 98 |
## layout by cell type (no fill, tap or decap)
cell type and instances:
ha_1 6, inv_1 1, mux2i_1 6, mux4_2 1, o21ai_1 2, dlymetal6s2s_1 2
a32o_1 1, o211ai_1 1, dlygate4sd2_1 2, inv_2 2, nand2_1 1, clkdlybuf4s50_1 5
clkbuf_2 2, conb_1 1, a21oi_1 2, buf_4 6, nand2b_1 2, nor2_1 5
ha_2 1, buf_6 3
## kinds of logic after synthesis
| logic type | Yosys count |
|---|---|
| fa+ha+maj | 7 |
| mux | 7 |
| buf+inv | 6 |
| other cells | 1 |
| compound gates | 6 |
| simple gates | 8 |
## worst paths after layout
kind              slack (ps)     end  cells past startpoint   from
setup / recovery         170  out[5]                      5  in[3]
hold / removal          1420  out[7]                      4  in[2]
## cell type report
class	instances	area [sq um]	area share, %
tap	46	57.6	11.5
multi-input combinational	29	249	49.9
timing repair buffer	20	181	36.3
inverter	3	11.3	2.26
## metal layers
layer  GRT usage, %  vias to the layer above  wire length [um]
li1               -                      151                 -
met4              0                        0                 0
met1           2.77                      125               347
met3          0.568                        0                88
met2           3.61                       10               274
met5              0                        -                 0
Power and IR drop assume default switching activity.
