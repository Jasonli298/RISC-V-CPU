### flow/run.sh
#!/bin/bash
# OpenROAD 26Q1-2900-gdf79404cd8, Yosys 0.63+post, stock flow scripts
make -C /OpenROAD-flow-scripts/flow DESIGN_CONFIG=/design/flow/config.mk WORK_HOME=/design/flow/orfs finish
### flow/config.mk
export PLATFORM = sky130hd
export DESIGN_NAME = RAM
export DESIGN_NICKNAME = RAM
export VERILOG_FILES = /design/flow/design.v
export SDC_FILE = /design/flow/constraint.sdc
export NUM_CORES = 4
export LEC_CHECK = 1
export CORE_UTILIZATION = 40
### flow/design.v
module RAM 
#(parameter DATA_WIDTH=32, parameter SIZE = 6, FILE_NAME="")
(
	input [(DATA_WIDTH-1):0] entry,
	input [31:0] index,
	input wr_en,
	input clk,
	output [(DATA_WIDTH-1):0] entry_out
);
	reg [DATA_WIDTH-1:0] mem[SIZE-1:0];
	reg [31:0] addr_reg;
	always @ (posedge clk)
	begin
		if (wr_en)
			mem[index] <= entry;
		addr_reg <= index;
	end
	assign entry_out = mem[addr_reg];
	initial begin
		if (FILE_NAME != "") $readmemb(FILE_NAME, mem);
	end
endmodule
### flow/constraint.sdc
current_design RAM

set clk_period 4.7
set clk_io_pct 0.2

create_clock -name clk0 -period $clk_period [get_ports {clk}]

set non_clock_inputs [all_inputs -no_clocks]
set_input_delay [expr $clk_period * $clk_io_pct] -clock clk0 $non_clock_inputs
set_output_delay [expr $clk_period * $clk_io_pct] -clock clk0 [all_outputs]
==> GITHUB_STEP_SUMMARY <==
## PnR job results

| Metric | Value |
|---|---|
| Max_slew headroom | `between 50% and 60%` |
| Largest Register | `mem` |
| Pre-CTS setup slack | `1.46 ns` |
| H-tree depth | `4` |
| Share of cells above drive strength 1 | `between 10% and 20%` |
| Detailed Route WL | `13400 microns` |
| 1st-pass router iterations | `22` |
| Ports | `98` |
| Maximum clock rate | `~0.27 GHz` |
| Core ar. | `18100 sq um` |
| Tool warning count | `around 54` |
| Met1 WL | `~5400 microns` |
| Period Utilization, post-route | `roughly four fifths` |
| Commonest Layout Cell | `edfxtp_1` |
| Critical Path End Type | `output port` |
| Die height | `between 100 and 150 microns` |
| Endpoints failing hold | `0` |
| Post-CTS resize count | `0` |
| Yosys cell count | `roughly 390` |
| Placed cells | `~680` |
| Layout area overhead | `21.3%` |
| VDD IR-drop max | `roughly 0.24 mV` |
| Vias per cell | `5.17` |
| Die width | `between 100 and 150 microns` |
| Number of routed nets with antenna violations | `0` |
| Setup repair after global routing missed its margin | `false` |
| Hold Path Class | `in2reg` |
| Fill cells | `~1400` |
| FP Rows | `49` |
| TritonCTS buffer count | `17` |
| Sink Count | `just under 200` |
| CP arrival | `2.80 ns` |
| PortBufs | `slightly below 70` |
| Top flop regs | `mem x192` |
| WL met2 | `~6600 microns` |
| Total negative slack | `0 ns` |
| Chip area | `slightly below 20000 sq um` |
| Finished Layout Cells | `707` |
| Max-slew violations | `0` |
| CTS tree | `built` |
| Setup Fix Bufs, Post-CTS | `0` |
| Flops after synth | `195` |
| Max_cap viols | `0` |
| # diodes | `0` |
| Total power | `approximately 3800 uW` |
| Worst-path fanout max | `slightly above 40` |
| Distinct lib cells | `17` |
| Finished Core Util | `roughly 50%` |
| CTS hold repair buffers | `0` |
| Yosys stat chip area | `around 7500 sq um` |
| Synth Cell Area | `7480 sq um` |
| CTS Root Cell | `clkbuf_16` |
| Highest metal used | `met4` |
| DR WL/cell | `around 19 microns` |
| Gpl congestion | `0.734` |
| Largest net degree at the start of global routing | `between 40 and 50` |
| Setup-failing EPs final | `0` |
| Drt drc | `0` |
| CP required | `~3.8 ns` |
| Worst-path clk slew | `approximately 0.07 ns` |
| Vias in the first global route | `3843` |
| Minimum clock period | `between 3 and 4 ns` |
| FP Core Util | `about two fifths` |
| Clk buf depth | `2` |
| Initial antenna violation count | `1` |
| Setup slack after layout | `just under 1 ns` |
| Pleak | `~0.0032 uW` |
| Sequential fraction of the synthesis area | `~78%` |
| Grt ovf | `0` |
| Post-DP HPWL | `around 7500 microns` |
| Routed vias | `roughly 3700` |
| WS Path Type | `reg2out` |
| First-pass GRT wire length | `about 21000 microns` |
| Ys Warns | `1` |
| Status | `complete, no violations` |
| Tightest Pin Transition | `0.720 ns` |
| Initial DRC count | `~160` |
| Startpoint Class | `flip-flop` |
| Average size of a mapped cell | `roughly 19 sq um` |
| Total GRT Usage | `about 16%` |
| Pwr dens | `around 410 nW/um^2` |
| Post-Synthesis Cells | `roughly 390` |
| Max reg flops | `between 150 and 200` |
| Top Layout Cells | `edfxtp_1 (192), mux2i_1 (96), clkdlybuf4s50_1 (68)` |
| Met3 wire length | `around 1200 microns` |
==> per-stage QoR <==
step           area, sq um  hold slack (ns)
3_3_place_gp          8440             1.43
2_1_floorplan         7480            0.968
3_5_place_dp          8440             1.44
6_report              9070             1.00
4_1_cts               9070            0.980
5_1_grt               9070             1.00
==> report_power, final <==
part	internal, uW	switching, uW	leakage, uW
clock network	939	591	0.000306
registers	1970	24.0	0.00177
logic	128	108	0.00109
total	3040	723	0.00317
==> layout make-up <==
class	count	area [sq um]	share of cell area, %
sequential	195	5830	64.2
multi-input combinational	172	1540	17.0
clock buffer	17	425	4.69
clock inverter	15	213	2.34
tap	229	287	3.16
timing repair buffer	79	776	8.55
==> critical path, stage by stage (launching register included) <==
cell and delay, ns:
dfxtp_4 0.82, buf_12 0.37, mux2i_1 0.13, a22o_1 0.23, a21oi_1 0.25, clkdlybuf4s50_1 0.53
==> per-layer routing <==
| layer | up-vias | track usage, % |
|---|---|---|
| li1 | 1709 | - |
| met1 | 1768 | 21.8 |
| met2 | 157 | 24.7 |
| met3 | 21 | 7.74 |
| met4 | 0 | 2.63 |
| met5 | - | 0 |
==> cells by family after synthesis <==
logic type	Yosys count	synth area share (%)
AND-OR/OR-AND	64	6.29
flip-flops	195	77.9
AND/OR/NAND/NOR	12	0.770
multiplexers	96	12.8
buffers and inverters	22	2.19
==> worst paths after layout <==
kind,from,to,slack (ns),depth (start not counted)
hold / removal,index[0],flip-flop,1.0,1
setup / recovery,flip-flop,entry_out[4],0.96,5
==> synthesized netlist by cell type <==
library cell,instances,share of area (%)
a21oi_2,8,0.94
a21oi_1,24,1.6
edfxtp_1,192,77
buf_8,1,0.20
buf_12,1,0.27
nand2b_1,3,0.25
nor2b_1,1,0.084
buf_4,6,0.60
clkbuf_1,4,0.20
nor3_1,2,0.13
a22o_1,32,3.7
nor2_1,5,0.25
buf_6,3,0.45
mux2i_1,96,13
nand2_1,1,0.050
buf_2,7,0.47
dfxtp_1,3,0.80
Power is estimated from default activity; no workload was simulated.
